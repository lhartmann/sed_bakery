==> flow/design.v <==
module d7s(
    input en,
    input [3:0] x,
    output [6:0] y
);
    always_comb
        if(en)
            case (x)
            4'h0: y <= ~7'b0111111;
            4'h1: y <= ~7'b0000110;
            4'h2: y <= ~7'b1011011;
            4'h3: y <= ~7'b1001111;
            4'h4: y <= ~7'b1100110;
            4'h5: y <= ~7'b1101101;
            4'h6: y <= ~7'b1111101;
            4'h7: y <= ~7'b0100111;
            4'h8: y <= ~7'b1111111;
            4'h9: y <= ~7'b1101111;
            4'hA: y <= ~7'b1110111;
            4'hB: y <= ~7'b1111100;
            4'hC: y <= ~7'b0111001;
            4'hD: y <= ~7'b1011110;
            4'hE: y <= ~7'b1111001;
            4'hF: y <= ~7'b1110001;
            endcase
        else
            y <= ~7'd0;
endmodule
==> flow/constraint.sdc <==
current_design d7s

set clk_period 1.3
set clk_io_pct 0.2

create_clock -name clk0 -period $clk_period

set non_clock_inputs [all_inputs -no_clocks]
set_input_delay [expr $clk_period * $clk_io_pct] -clock clk0 $non_clock_inputs
set_output_delay [expr $clk_period * $clk_io_pct] -clock clk0 [all_outputs]
==> flow/run.sh <==
#!/bin/bash
# OpenROAD 26Q1-2900-gdf79404cd8, Yosys 0.63+post, stock flow scripts
make -C /OpenROAD-flow-scripts/flow DESIGN_CONFIG=/design/flow/config.mk WORK_HOME=/design/flow/orfs finish
==> flow/config.mk <==
export PLATFORM = sky130hd
export DESIGN_NAME = d7s
export DESIGN_NICKNAME = d7s
export VERILOG_FILES = /design/flow/design.v
export SDC_FILE = /design/flow/constraint.sdc
export NUM_CORES = 4
export LEC_CHECK = 1
export CORE_AREA = 10 10 70 70
export DIE_AREA = 0 0 80 80
==> flow_summary.rst <==
Physical design figures
=======================

.. list-table::
   :header-rows: 1

   * - Metric
     - Value
   * - Category of the critical setup timing path
     - input port to primary output
   * - Number of synthesis warnings
     - 18
   * - Pin count of the biggest net entering global routing
     - 13
   * - Residual DRC
     - 0
   * - Wirelength, routed
     - 1180 um
   * - Antenna violation net count after detailed routing
     - 0
   * - Synthesized instance count
     - 37
   * - Slew Viols, Final
     - 0
   * - Max incr delay on CP
     - 0.26 ns
   * - Run status
     - complete, but fails checks
   * - Number of inserted diodes
     - 0
   * - Hold buffers post-CTS
     - 0
   * - Power Density
     - 294.1 nW/um^2
   * - Number of clock buffers in the layout
     - 0
   * - Num ports
     - 12
   * - Distinct cell type count of the synthesized netlist
     - 20
   * - # port buffers
     - 12
   * - Max-cap violations
     - 0
   * - Post-layout period usage
     - 1.115
   * - Proportion of layout cells with a drive suffix above 1
     - 0.7288
   * - Footprint of the multi-input gates
     - 367.9 um^2
   * - Sequential cell area in the final layout
     - 0 um^2
   * - Highest-delay cell along the critical path
     - mux2_4
   * - Flops
     - 0
   * - Area of the core
     - 3416 um^2
   * - Worst hold endpoint
     - y[6]
   * - Worst max-slew margin expressed relative to the limit
     - 0.8336
   * - Top area contributor share
     - 0.2667
   * - Synth Area per Inst
     - 7.609 um^2
   * - Count of endpoints failing hold in the final timing report
     - 0
   * - Hold path startpoint
     - en
   * - Class of the most critical hold timing path
     - input port to primary output
   * - Placer Congestion
     - 0.7142
   * - Crit path capture type
     - primary output
   * - Syn-to-layout area delta
     - 127.6%
   * - First-pass GRT wire length
     - 1835 um
   * - Via density per instance
     - 3.429
   * - Post-route core utilization
     - 0.1875
   * - Area of the chip
     - 6400 um^2
   * - Slew of the pin with the lowest slew margin
     - 0.2458 ns
   * - Crit path DAT
     - 1.19 ns
   * - Static Leak
     - 0.0002576 uW
   * - Number of cell instances after yosys synthesis
     - 37
   * - First-pass DRT Iterations
     - 3
   * - Vias in the first global route
     - 366
   * - Required time worst endpoint
     - 1.04 ns
   * - Log Warnings
     - 39
   * - Drt wl/cell
     - 11.24 um
   * - Number of antenna violations at the first check in global routing
     - 0
   * - Worst voltage drop across the vdd grid
     - 0.1206 mV
   * - Highest clock rate
     - 0.6897 GHz
   * - Leading area contributor after synthesis
     - ha_1
   * - Leading post-synthesis cells by cell area
     - ha_1 (27%), mux2_4 (11%), mux2i_1 (7.1%)
   * - Unrepaired setup endpoints after global routing
     - yes
   * - DRC violation total after the first TritonRoute iteration
     - 3
   * - Launching element type of the critical path
     - input port
   * - Time the worst path needs with I/O delays and setup
     - 1.450 ns
   * - PnR worst setup slack
     - -0.1499 ns
   * - Dpl hpwl
     - 744.9 um
   * - Final setup violation count
     - 7
   * - Floorplan core density
     - 0.08242
   * - Hold Path Cell Cnt
     - 3
   * - Worst setup timing slack at the placement stage
     - -0.9456 ns
   * - Share of the yosys chip area belonging to registers
     - 0
   * - Global-route usage over all layers
     - 0.03440
   * - Cells along the critical path
     - buf_8 -> buf_6 -> ha_4 -> mux2_4 -> nand2_1 -> o311ai_1 -> buf_2
   * - Number of fillers in the final layout
     - 391
   * - Placement row count
     - 21
   * - Horizontal extent of the die
     - 80 um
   * - Cell area after technology mapping
     - 281.5 um^2
   * - GRT overflow
     - 0
   * - Overall die height
     - 80 um
   * - Detailed-route via count
     - 360
   * - YS chip area
     - 281.5 um^2
   * - Max Fanout on Critical Path
     - 4
   * - Violations in the final reports
     - negative setup slack
## where the power goes
part,switching (uW),internal [uW]
logic,85.2,103
registers,0,0
clock network,0,0
## synth_stat cells
library cell	number
nand2_1	3
o311ai_1	2
ha_1	6
a21oi_1	1
buf_2	1
o211ai_1	1
inv_1	3
mux2i_1	2
mux2_4	2
nor2b_1	1
nand2b_1	1
a31oi_1	2
o21ai_0	1
nor2_1	2
nand3b_1	1
buf_4	1
o21ai_1	1
buf_6	1
a211oi_1	2
nand3_1	3
## cell type report
type	count	area share
Timing Repair Buffer	25	0.3145
Inverter	3	0.02148
Multi-Input combinational cell	31	0.5742
Tap cell	46	0.08984
## per-stage QoR
| stage | hold WS [ns] | cells | TNS [ns] | power [uW] | cell area, um^2 |
|---|---|---|---|---|---|
| final | 0.8742 | 105 | -0.5614 | 188.4 | 640.6 |
| after global routing | 0.9144 | 105 | -0.8747 | 205.0 | 640.6 |
| after CTS | 0.9399 | 104 | -0.6290 | 160.3 | 586.8 |
| after detailed placement | 1.611 | 98 | -6.018 | 137.6 | 480.5 |
| after global placement | 1.591 | 98 | -5.903 | 133.2 | 480.5 |
| after floorplan | 0.5351 | 37 | 0 | 60.09 | 281.5 |
## worst max-delay path by stage
stage / start / endpoint / slack, ns / cells after the start
6_report: x[1] / y[6] / -0.15 / 7
4_1_cts: x[0] / y[4] / -0.15 / 7
5_1_grt: x[1] / y[6] / -0.19 / 7
## layer usage
layer | global-route usage | wire (um) | up-vias
li1 | - | - | 176
met1 | 0.05999 | 689 | 172
met2 | 0.04334 | 437 | 12
met3 | 0.004545 | 53 | 0
met4 | 0 | 0 | 0
met5 | 0 | 0 | -
## cell usage in the layout, fill, tap and decap left out, drive strengths merged, types with 2 or more instances in the layout
master  synthesis  final
o21ai           2      2
o311ai          2      2
inv             3      3
nor2            2      2
buf             3     23
mux2            2      2
ha              6      6
nand3           3      3
nand2           3      3
a211oi          2      2
mux2i           2      2
a31oi           2      2
## cell families (layout without fill, tap and decap cells)
group           after synthesis  after routing  synth area share
mux                           4              4            0.1778
compound gates               10             10            0.2399
buf+inv                       6             28            0.1244
fa+ha+maj                     6              6            0.2667
simple gates                 11             11            0.1911
## worst max-delay path, delay by kind of cell
kind                     cells  cell delay (ns)
AND-OR/OR-AND                1             0.09
adder cells (fa/ha/maj)      1             0.15
buffers and inverters        3             0.35
multiplexers                 1             0.26
AND/OR/NAND/NOR              1             0.07
## repair_timing
| item | CTS | global route |
|---|---|---|
| gates cloned | 0 | 0 |
| setup buffers | 7 | 1 |
| setup endpoints to repair | 7 | 7 |
| pin swaps | 11 | 6 |
| resized | 60 | 16 |
No activity file was given, so power comes from the tool's default toggle rates.

==> flow/design.v <==
module Feeder
#(
	parameter period = 65536,
	parameter portions = 10,
	parameter refill = 100
)(
	input logic clk, en,
	input logic x,
	output logic revolution, remain, feed
);
	logic [$clog2(period  )-1 : 0] ctr;
	logic [$clog2(portions)-1 : 0] N_remain;
	logic [$clog2(refill  )-1 : 0] ref_delay;
	assign revolution = ctr < period/2;
	assign remain = |N_remain;
	assign feed = ctr == period*3/4 && N_remain && en;
	always_ff @(posedge clk) if (en)
	begin
		ctr <= !x ? ctr-feed : !ctr ? period-1 : ctr-1;
		N_remain <= !ref_delay ? portions : N_remain-feed;
		ref_delay <= N_remain ? refill-1 : ref_delay ? ref_delay-1 : 0;
	end
endmodule
==> flow/run.sh <==
#!/bin/bash
# OpenROAD 26Q1-2900-gdf79404cd8, Yosys 0.63+post, stock flow scripts
make -C /OpenROAD-flow-scripts/flow DESIGN_CONFIG=/design/flow/config.mk WORK_HOME=/design/flow/orfs finish
==> flow/config.mk <==
export PLATFORM = sky130hd
export DESIGN_NAME = Feeder
export DESIGN_NICKNAME = Feeder
export VERILOG_FILES = /design/flow/design.v
export SDC_FILE = /design/flow/constraint.sdc
export NUM_CORES = 4
export LEC_CHECK = 1
export CORE_UTILIZATION = 30
==> flow/constraint.sdc <==
current_design Feeder

set clk_period 3.1
set clk_io_pct 0.2

create_clock -name clk0 -period $clk_period [get_ports {clk}]

set non_clock_inputs [all_inputs -no_clocks]
set_input_delay [expr $clk_period * $clk_io_pct] -clock clk0 $non_clock_inputs
set_output_delay [expr $clk_period * $clk_io_pct] -clock clk0 [all_outputs]
==> results.txt <==
Implementation progress

The via total after detailed routing stands at 1,494. The flow ran to the end, and the final reports show no timing, DRC or antenna violations. The maximum clock skew at final layout stands at 0.005018 ns. The total antenna diodes in the routed design stands at 0. In the post-route report, total wirelength is listed as 3953 um. The placeable core region stands at 5608 um^2. The pin closest to its max-slew limit shows a slew of 0.6134 ns. In the final layout, the share of cells above drive strength 1 is 0.2222. The clock sink count stands at 27. The summed area of non-filler cells in the final layout stands at 2165 um^2. The number of buffer cells added on primary ports stands at 5. The remaining design rule violation count stands at 0.

The worst register-to-register path begins at ctr[0]. The critical path goes through inv_2 -> ha_1 -> or3b_4 -> nor4_4 -> buf_4 -> clkdlybuf4s50_1. The number of standard-cell rows in the floorplan stands at 27. The remaining max-slew budget at the tightest pin stands at 0.5895. The routed via count divided by cell count stands at 5.355.

The cell count after placement stands at 269. In the hold timing report, the worst path depth is 2. The least setup slack across all paths after layout stands at 0.2196 ns. Counting distinct cell types in the post-synthesis netlist gives 47. The number of levels in the clock H-tree stands at 1.

The final estimated routing congestion in global placement stands at 0.8896. The worst-case register-to-register setup slack stands at 0.26 ns. The number of enable-type register cells in the synthesized netlist stands at 27. For reference, the most critical setup path is categorized as reg2out. The number of nets with antenna violations after routing stands at 0. Among all flip-flop cells after synthesis, the most frequent one is sky130_fd_sc_hd__edfxtp_1.

The cell count in the Yosys report stands at 176. The initial detailed-routing violation count stands at 72. The flow reports an fmax of 347.2 MHz. The placed instance area stands at 2038 um^2. The number of failing hold endpoints at the final stage stands at 0. The chip occupies 6213 um^2.

The first global-routing pass estimated 6762 um of wire. The maximum number of pins on one net before global-route repair stands at 28. Buffers inserted during clock tree synthesis total 3. The number of primary I/O pins stands at 6. Logic depth along the worst register-to-register path is recorded as 11. In this run the horizontal extent of the chip is 78.82 um. The critical path buffer and inverter count stands at 3. Per Yosys stat, the portion of area used by sequential elements is 0.4580. The leakage power in the latest report is 0.7547 nW. The final HPWL from detailed placement stands at 2875 um.

The share of the core area taken by cells at floorplan is 0.3157. Relative to the synthesized area, the layout overhead comes to 22.26%. The vertical die dimension stands at 78.82 um.

The total count of max-transition violations in the final report stands at 0. STA shows the worst min-delay path finishing at ref_delay[6]. TritonCTS built the clock tree. Per STA, the highest per-stage delay on the worst path measures 0.45 ns. Total global-route track usage over all layers is 0.1422. The via count of the first global-routing pass came to 1,395.

IR analysis of the VDD net gives a maximum drop of 0.2172 mV. The required arrival time at the worst endpoint stands at 2.48 ns. The count of synthesis-stage warnings from yosys stands at 1. The worst setup path is captured at an output port.

STA lists the startpoint of the worst hold path as ref_delay[6]. The arrival time of data at the worst endpoint is listed as 2.26 ns. The combinational share of power stands at 0.151. The peak fanout along the critical path stands at 3. The script computed the net switching share of total power as 0.2603. The post-synthesis average cell area stands at 10.06 um^2.

The clock network fraction of design power stands at 0.274. The total of endpoints with negative setup slack in the final report stands at 0. Dividing the detail-routed wire length by the instance count gives 14.17 um. Global routing finished with a remaining overflow of 0.

Per the post-CTS timing run, clock transition at the registers of the reported paths is 0.10 ns. The number of warnings the tools reported stands at 26. The worst-case setup slack after placement stands at -0.02320 ns. The synthesized netlist occupies a cell area of 1770 um^2. Per the post-synthesis report, the number of cells in the design is 176.

Total power for the finished layout comes to 0.7715 mW. The source-to-sink clock delay at the later pin of the worst-skew pair stands at 0.28 ns. Post-route period utilization is reported as 0.9292. For this design, the slowest cell found on the critical path is sky130_fd_sc_hd__clkdlybuf4s50_1. The most critical min-delay path falls under reg2reg. Adding up every negative setup slack in the final design gives 0 ns. The number of buffers between clock root and the deepest sink stands at 2. The switching component of the power was reported as 0.2008 mW. The number of max-cap violations stands at 0.

The part of the power in registers stands at 0.575. Per the synth stats, the proportion of register bits with asynchronous set or reset is 0. The ratio of total power to cell area stands at 356.4 nW/um^2.

STA lists the endpoint of the worst register-to-register path as ctr[12]. The final instance count without filler cells stands at 279. The clock period minus worst slack stands at 2.880 ns. Per the layout report, the design carries 559 filler cells. The cell family contributing the most delay on the critical path is buffers and inverters. The first detailed-routing pass took 4 iterations. The worst setup path is launched from a register. Counting flops and latches in the post-synthesis netlist gives 27.

The initial antenna violation count is 0. The chip area in the Yosys report stands at 1770 um^2. The internal portion of the total power is 0.5707 mW. The tree is rooted in a sky130_fd_sc_hd__clkbuf_8.
-- state kept, by name (all words and copies together) (netlist names) --
name       count
N_remain       4
ctr           16
ref_delay      7
-- layout by cell type, fill, tap and decap left out, types with 2 or more instances in the layout --
cell	Yosys	routed
sky130_fd_sc_hd__or2_2	2	2
sky130_fd_sc_hd__nor3_1	10	10
sky130_fd_sc_hd__o31ai_1	2	2
sky130_fd_sc_hd__o41ai_1	3	3
sky130_fd_sc_hd__ha_1	7	6
sky130_fd_sc_hd__o21ai_0	10	10
sky130_fd_sc_hd__clkdlybuf4s50_1	0	5
sky130_fd_sc_hd__mux2i_1	3	3
sky130_fd_sc_hd__nor2b_1	3	3
sky130_fd_sc_hd__a311oi_1	3	3
sky130_fd_sc_hd__nand2_1	13	13
sky130_fd_sc_hd__o211ai_1	3	3
sky130_fd_sc_hd__buf_4	1	29
sky130_fd_sc_hd__a31oi_1	4	4
sky130_fd_sc_hd__nor4_1	8	5
sky130_fd_sc_hd__or4_1	3	3
sky130_fd_sc_hd__clkbuf_8	0	3
sky130_fd_sc_hd__or3_1	4	4
sky130_fd_sc_hd__nor2_1	11	11
sky130_fd_sc_hd__nor4b_1	2	2
sky130_fd_sc_hd__a211oi_1	2	2
sky130_fd_sc_hd__inv_1	10	8
sky130_fd_sc_hd__xnor2_1	4	4
sky130_fd_sc_hd__nor4_2	0	2
sky130_fd_sc_hd__nand3_1	3	3
sky130_fd_sc_hd__or4_4	2	2
sky130_fd_sc_hd__a21oi_1	8	8
sky130_fd_sc_hd__xor2_1	4	4
sky130_fd_sc_hd__edfxtp_1	27	27
sky130_fd_sc_hd__inv_2	0	2
-- worst max path at each step --
| stage | cells after the start | startpoint | endpoint |
|---|---|---|---|
| final | 6 | ctr[0] | feed |
| after global routing | 10 | ctr[1] | ctr[12] |
| after CTS | 6 | ctr[0] | feed |
-- Yosys cell counts, drive strengths merged (2+ instances only) --
library cell	count	area [um^2]
a21oi	8	40.04
or4	5	45.04
nor4	8	50.05
edfxtp	27	810.8
o31ai	3	27.52
nor4b	2	17.52
a31oi	4	25.02
buf	4	33.78
a211oi	2	15.01
a311oi	3	26.28
nand3	3	15.01
nor2b	3	18.77
or3	4	25.02
xnor2	4	35.03
nand2	13	48.80
o41ai	3	26.28
nor2	11	41.29
mux2i	3	30.03
inv	10	37.54
nor3	10	50.05
o211ai	3	22.52
or2	2	12.51
xor2	4	35.03
o21ai	12	63.81
ha	7	87.58
clkbuf	3	11.26
-- repair_timing --
action | 4_1_cts | 5_1_grt
gates resized | 1 | 7
setup endpoints to repair | 1 | 4
hold buffers | 0 | 0
pin swaps | 0 | 3
buffers inserted | 0 | 6
-- worst reg2reg max path, cell delays in order (launching register included) --
cell and delay (ns):
sky130_fd_sc_hd__edfxtp_1 0.42, sky130_fd_sc_hd__inv_2 0.09, sky130_fd_sc_hd__ha_1 0.15, sky130_fd_sc_hd__or3b_4 0.41
sky130_fd_sc_hd__nor4_4 0.30, sky130_fd_sc_hd__ha_2 0.24, sky130_fd_sc_hd__ha_1 0.16, sky130_fd_sc_hd__mux2i_1 0.09
sky130_fd_sc_hd__nand4b_1 0.28, sky130_fd_sc_hd__buf_4 0.21, sky130_fd_sc_hd__a211oi_1 0.19, sky130_fd_sc_hd__a31oi_1 0.06
-- final cells by class --
| cell class | instances | area (um^2) | share of cell area |
|---|---|---|---|
| repair buffers | 34 | 267.8 | 0.1237 |
| clock inverters | 1 | 7.507 | 0.003468 |
| clock buffers | 3 | 41.29 | 0.01908 |
| well taps | 72 | 90.09 | 0.04162 |
| inverters | 11 | 41.29 | 0.01908 |
| flip-flops and latches | 27 | 810.8 | 0.3746 |
| multi-input cells | 131 | 905.9 | 0.4185 |
-- cell families after synthesis --
group           share of synthesized area
flops                              0.4580
mux                               0.01696
fa+ha+maj                         0.04947
simple gates                       0.2085
xor+xnor                          0.03957
buf+inv                           0.04876
compound gates                     0.1788
-- stage by stage --
| stage | hold WS, ns | util |
|---|---|---|
| 2_1_floorplan | 0.5534 | - |
| 3_3_place_gp | 0.5770 | 0.3635 |
| 3_5_place_dp | 0.5799 | 0.3635 |
| 4_1_cts | 0.6056 | 0.3733 |
| 5_1_grt | 0.6587 | 0.3860 |
| 6_report | 0.6094 | 0.3860 |
-- per-layer routing --
metal,vias to the layer above,global-route usage,share of wire
met5,-,0,0
met4,0,0.02545,0.016
met1,710,0.2393,0.52
li1,749,-,-
met3,6,0.01167,0.032
met2,29,0.2104,0.43
-- power groups by stage --
stage | Clock [mW] | Sequential (mW) | Combinational, mW
CTS | 0.213 | 0.442 | 0.110
global route | 0.227 | 0.446 | 0.131
finish | 0.211 | 0.444 | 0.117
Power is estimated from default activity; no workload was simulated.

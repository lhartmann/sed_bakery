--- /design/flow/design.v ---
module add_sub_sat #(
	parameter N = 16
) (
	output logic [N-1:0] Y,
	input logic [N-1:0] X,
	input logic [N-1:0] ADD,
	input logic [N-1:0] SUB
);
	logic [N:0] TMP;
	assign TMP = X + ADD - SUB;
	assign Y = !TMP[N] ? TMP : ADD > SUB ? {N{1'b1}} : 0;
endmodule
--- /design/flow/run.sh ---
#!/bin/bash
# OpenROAD 26Q1-2900-gdf79404cd8, Yosys 0.63+post, stock flow scripts
make -C /OpenROAD-flow-scripts/flow DESIGN_CONFIG=/design/flow/config.mk WORK_HOME=/design/flow/orfs finish
--- /design/flow/config.mk ---
export PLATFORM = sky130hd
export DESIGN_NAME = add_sub_sat
export DESIGN_NICKNAME = add_sub_sat
export VERILOG_FILES = /design/flow/design.v
export SDC_FILE = /design/flow/constraint.sdc
export NUM_CORES = 4
export LEC_CHECK = 1
export CORE_AREA = 10 10 101 101
export DIE_AREA = 0 0 111 111
--- /design/flow/constraint.sdc ---
current_design add_sub_sat

set clk_period 13.5
set clk_io_pct 0.2

create_clock -name clk0 -period $clk_period

set non_clock_inputs [all_inputs -no_clocks]
set_input_delay [expr $clk_period * $clk_io_pct] -clock clk0 $non_clock_inputs
set_output_delay [expr $clk_period * $clk_io_pct] -clock clk0 [all_outputs]
==> results.json <==
{
  "timing_hold_violations_final": 0,
  "grt-ovfl-total": 0,
  "grt.total_usage_pct": 7.74,
  "yosysWarnings": 0,
  "synth.most_common_cell": "inv_1",
  "ys_types": 35,
  "topCellsByArea": "ha_1 23%, fa_1 18%, inv_1 16%",
  "max-slew-margin-rel_pct": 36.8,
  "syn_avg_cell_area_sq_um": 7.41,
  "postLayoutCoreUtil_pct": 31.2,
  "synth_area_sq_um": 1780,
  "cp.required_ps": 10800,
  "regArea_sq_um": 0,
  "die.size.y_um": 111,
  "crit_chain": "clkdlybuf4s50_1 > inv_1 > fa_1 > inv_1 > fa_1 > a21o_1 > a221oi_2 > o21ai_2 > a211oi_2 > xnor2_2 > a211oi_4 > a31o_2 > clkdlybuf4s50_1",
  "ys_seq_share_pct": 0,
  "tightest_slew_ps": 943,
  "max_freq_mhz": 104,
  "synth_cells": 240,
  "total_power_w": 0.000193,
  "hold_class": "in2out",
  "min-delay-start": "X[0]",
  "place_congestion": 0.832,
  "grt_max_degree": 18,
  "cts_hold_buffers": 0,
  "post_drt_wl_per_cell_um": 11.6,
  "rsz0062_at_grt": "no",
  "antenna_found_initial": 0,
  "cp.arrival_ps": 6930,
  "pwr-share-seq_pct": 0,
  "fp_util_pct": 21.9,
  "ys_area_sq_um": 1780,
  "top_area_cell": "ha_1",
  "leakage_nw": 1.39,
  "p_sw_share_pct": 43.5,
  "first_pass_iters": 4,
  "wirelength_um": 4710,
  "viasPerCell": 4.15,
  "finalClockPeriodUsage_pct": 71.3,
  "p_per_area_nw_per_um2": 76.3,
  "die_width_um": 111,
  "yosys-top-cells-count": "76 x inv_1, 32 x ha_1, 22 x a21o_1, 18 x a21oi_1, 16 x fa_1",
  "cts_resized": 0,
  "ys_cells": 240,
  "max_stage_delay_ps": 690,
  "num_antenna_cells": 0,
  "warnings": 32,
  "worst_setup_path_start_kind": "input port",
  "maxSlewViolCount": 0,
  "fin_setup_tns_ps": 0,
  "status": "complete, no violations",
  "hold_path_depth": 4,
  "core-area_sq_um": 8130,
  "num_vias": 1689,
  "io_buffers": 64,
  "cts_setup_buffers": 0,
  "worst-setup-path-type": "in2out",
  "grt_pass1_vias": 1795,
  "power.share.combinational_pct": 100.0,
  "period_needed_ps": 9630,
  "drc": 0,
  "crit_slowest_cell": "a211oi_4",
  "ioPinCount": 64,
  "ir_drop_mv": 0.0439,
  "intPower_w": 0.000109,
  "crit_path_end_kind": "primary output",
  "grt_pass1_wl_um": 8240,
  "ff_count": 0,
  "crit_end": "Y[15]",
  "post-dp-hpwl_um": 4280,
  "layout-drive-gt1-share_pct": 2.65,
  "setup_violations": 0,
  "startpoint": "ADD[1]",
  "p_clk_share_pct": 0,
  "worstPathMaxFanout": 17,
  "row_count": 33,
  "syn_to_final_growth_pct": 42.6,
  "die_area_sq_um": 12300,
  "drv_cap": 0,
  "antenna_left": 0,
  "net-switching-power_w": 0.0000842,
  "synthDominantCellAreaShare_pct": 22.5,
  "clkbuf_count": 0,
  "first_iter_violations": 88
}
==> metrics by stage <==
step	setup WS (ps)	std cells	hold slack, ps	instance area, sq um
floorplan	5460	240	5580	1780
global placement	3950	407	6580	2530
detailed placement	3830	407	6600	2530
CTS	3830	407	6600	2530
global route	3620	407	6630	2530
finish	3870	407	6580	2530
==> cells in the final DEF (no fill, tap or decap), drive strengths merged <==
| cell type | n |
|---|---|
| nor4 | 1 |
| nand2 | 13 |
| ha | 32 |
| or3 | 4 |
| o221a | 1 |
| a21oi | 18 |
| or2b | 1 |
| o31ai | 2 |
| o21a | 3 |
| a311oi | 1 |
| fa | 16 |
| xnor2 | 7 |
| clkdlybuf4s50 | 64 |
| nand3 | 5 |
| and3 | 2 |
| and2 | 1 |
| o22ai | 1 |
| o21ai | 7 |
| nand4 | 4 |
| nor3 | 3 |
| inv | 76 |
| xor2 | 6 |
| a211oi | 3 |
| a21o | 22 |
| a211o | 1 |
| a31o | 2 |
| a221oi | 1 |
| nor2 | 3 |
| o21bai | 1 |
| nor2b | 1 |
==> power by group through the flow <==
stage	Combinational (W)	Sequential [W]	Clock [W]
final	0.000193	0	0
after global routing	0.000218	0	0
after CTS	0.000197	0	0
==> worst min path at each step <==
stage	slack, ps	end
4_1_cts	6600	Y[0]
5_1_grt	6630	Y[0]
6_report	6580	Y[0]
==> metal layers <==
metal | GRT usage (%) | vias to the layer above | share of wire [%]
met2 | 12.0 | 53 | 42
met4 | 0 | 0 | 0
met5 | 0 | - | 0
met1 | 11.4 | 730 | 51
li1 | - | 906 | -
met3 | 1.64 | 0 | 6.3
==> final cells by class <==
| cell class | instances | area, sq um |
|---|---|---|
| multi-input cells | 162 | 1480 |
| repair buffers | 64 | 641 |
| fillers | 846 | 5600 |
| well taps | 105 | 131 |
| inverters | 76 | 285 |
==> critical path, delay by kind of cell <==
| family | cells | cell delay, ps |
|---|---|---|
| compound gates | 6 | 1880 |
| buf+inv | 4 | 1070 |
| xor+xnor | 1 | 320 |
| fa+ha+maj | 2 | 930 |
==> kinds of logic (layout without fill, tap and decap cells) <==
family | after synthesis | after routing | synth area share [%]
XOR/XNOR | 13 | 13 | 6.83
AND/OR/NAND/NOR | 38 | 38 | 10.6
buffers and inverters | 78 | 140 | 16.9
AND-OR/OR-AND | 63 | 63 | 25.1
adder cells (fa/ha/maj) | 48 | 48 | 40.5
Power figures rest on the tool's default switching activity, not on a simulated workload.
